$ cat design/flow/run.sh
#!/bin/bash
# OpenROAD 26Q1-2900-gdf79404cd8, Yosys 0.63+post, stock flow scripts
make -C /OpenROAD-flow-scripts/flow DESIGN_CONFIG=/design/flow/config.mk WORK_HOME=/design/flow/orfs finish
$ cat design/flow/config.mk
export PLATFORM = sky130hd
export DESIGN_NAME = TLB
export DESIGN_NICKNAME = TLB
export VERILOG_FILES = /design/flow/design.v
export SDC_FILE = /design/flow/constraint.sdc
export NUM_CORES = 4
export LEC_CHECK = 1
export CORE_UTILIZATION = 50
$ cat design/flow/constraint.sdc
current_design TLB

set clk_period 7.1
set clk_io_pct 0.2

create_clock -name clk0 -period $clk_period [get_ports {i_clk}]

set non_clock_inputs [all_inputs -no_clocks]
set_input_delay [expr $clk_period * $clk_io_pct] -clock clk0 $non_clock_inputs
set_output_delay [expr $clk_period * $clk_io_pct] -clock clk0 [all_outputs]
$ cat design/flow/design.v
module TLB #(
    parameter ENTRIES=8
)(
    input wire i_clk, i_rst,
    input wire i_enabled,
    input wire[31:0] i_page_table_base,
    input wire i_is_user,
    input wire[31:0] i_address,
    input wire i_cpu_mem_read, i_cpu_mem_write,
    output reg o_cpu_mem_valid,
    inout wire[31:0] io_cpu_mem_data,
    output reg o_error_not_present,
    output reg o_error_not_user,
    output reg[47:0] o_mem_address,
    output reg o_device_space,
    output reg o_mem_read, o_mem_write,
    input wire i_mem_valid,
    inout[31:0] io_mem_data
);
    localparam PAGE_SIZE = 4 * 1024 * 1024;
    localparam TAG_BITS = 32 - $clog2(PAGE_SIZE);
    localparam ETAG_BITS = 48 - $clog2(PAGE_SIZE);
    wire[31:0] i_cpu_mem_data = i_cpu_mem_write ? io_cpu_mem_data : 32'bz;
    reg[31:0] o_cpu_mem_data;
    assign io_cpu_mem_data = i_cpu_mem_read ? o_cpu_mem_data : 'bz;
    wire[31:0] i_mem_data = o_mem_read ? io_mem_data : 'bz;
    reg[31:0] o_mem_data;
    assign io_mem_data = o_mem_write ? o_mem_data : 'bz;
    reg[TAG_BITS-1:0] tags[ENTRIES-1:0];
    reg[ETAG_BITS-1:0] new_tags[ENTRIES-1:0];
    reg[ENTRIES-1:0] valid;
    reg[ENTRIES-1:0] users;
    reg[ENTRIES-1:0] devices;
    reg[$clog2(ENTRIES)-1:0] round_robin;
    reg found;
    wire[TAG_BITS-1:0] address_tag = i_address[31:(32-TAG_BITS)];
    wire[$clog2(PAGE_SIZE)-1:0] address_index = i_address[$clog2(PAGE_SIZE)-1:0];
    integer i;
    always @(posedge i_clk or posedge i_rst) begin
        if (i_rst) begin
            o_error_not_present = 0;
            o_error_not_user = 0;
            o_device_space = 0;
            o_mem_read = 0;
            o_mem_write = 0;
            o_cpu_mem_valid = 0;
            round_robin = 0;
            o_cpu_mem_data = 0;
            o_mem_data = 0;
            found = 0;
            for (i = 0; i < ENTRIES; i = i + 1) begin
                tags[i] = 0;
                new_tags[i] = 0;
                valid[i] = 0;
                users[i] = 0;
                devices[i] = 0;
            end
        end else if (i_enabled) begin
            o_error_not_present <= 0;
            o_error_not_user = 0;
            if (i_cpu_mem_read | i_cpu_mem_write) begin
                found = 0;
                for (i = 0; i < ENTRIES; i = i + 1) begin
                    if ((tags[i] == address_tag) && valid[i]) begin
                        if (~users[i] && i_is_user) begin
                            o_error_not_user = 1;
                        end else begin
                            o_mem_address = {new_tags[i], address_index};
                            o_mem_read = i_cpu_mem_read;
                            o_mem_write = i_cpu_mem_write;
                            o_mem_data = i_cpu_mem_data;
                            o_cpu_mem_data = i_mem_data;
                            o_cpu_mem_valid = i_mem_valid;
                            o_device_space = devices[i];
                            found = 1;
                        end
                    end
                end
                if (~found) begin
                    if (i_mem_valid) begin
                        o_mem_read <= 0;
                        if (i_mem_data[0]) begin
                            o_error_not_present = 1;
                        end else begin
                            tags[round_robin] = address_tag;
                            new_tags[round_robin] = i_mem_data[31:(32-TAG_BITS)];
                            valid[round_robin] = 1;
                            users[round_robin] = i_mem_data[2];
                            devices[round_robin] = i_mem_data[1];
                            round_robin = round_robin + 1;
                        end
                    end else begin
                        o_mem_address = i_page_table_base + {address_tag, {TAG_BITS{1'b0}}};
                        o_mem_read = 1;
                    end
                end
            end
        end else begin
            o_mem_address = {16'b0, i_address};
            o_mem_read = i_cpu_mem_read;
            o_mem_write = i_cpu_mem_write;
            o_mem_data = i_cpu_mem_data;
            o_cpu_mem_data = i_mem_data;
            o_cpu_mem_valid = i_mem_valid;
            o_device_space = 0;
        end
    end
endmodule
==> summary.txt <==
yosys + openroad results -> run status stopped before the end, Exit stage 4_1_cts, first error message [error] [KeplerFormal.cpp:679] Workflow failed: Iso has multiple drivers: .io_mem_data1, io_mem_data[1]$_DFFE_PP0N_.Q0, clock sinks 305, number of ports placed on the die boundary 189, final RePlAce weighted congestion 0.956, sequential area share after synthesis 51.6%, Synth Warn # 7, gate count of the mapped netlist 1249, Port Buffer Count 124, number of post-CTS setup repair buffers 0, HPWL Detailed 29800 um, Gates resized, CTS repair 0, Post-synth regs 305, Cell variety after synth 73, chip area line of the yosys report 0.0153 mm^2, netlist area before placement 0.0153 mm^2, number of flops mapped to enable cells by yosys 48, CTS Buf Count 35, core utilization before placement 51.1%, Max Root-Sink Buffers 3, y dimension of the die 177 um, Mean Syn Cell Area 12.2 um^2, clk root buf clkbuf_16, Post-Place Cells 1714, # hold bufs at CTS 0, die width 177 um, dominant synthesized flop cell dfrtp_1, Post-Place Setup Slack 1.21 ns, number of rows created at floorplan 63, cell count in the Yosys report 1249, deepest level of the CTS H-tree 2, share of synthesized registers carrying an async set or reset 84.3%
==> synth_stat cells, drive strengths merged (10+ instances only) <==
cell	number	share of area, %
xor2	50	2.9
nand2b	13	0.53
and4	14	0.82
inv	22	0.54
clkbuf	32	0.79
nor3	20	0.69
o21ai	43	1.4
dfrtp	257	42
nor2b	10	0.41
nand2	70	1.7
nand3	29	0.95
nand4	17	0.74
edfxtp	48	9.4
and3	23	0.94
nor4	11	0.49
nor2	57	1.4
ha	21	1.7
mux2i	20	1.3
buf	55	2.2
xnor2	49	2.8
a21oi	28	0.92
mux2	231	18
==> per-stage QoR <==
| step | total power, uW | cell area [um^2] | hold slack, ns |
|---|---|---|---|
| floorplan | 3790 | 15300 | 0.413 |
| global placement | 4230 | 16900 | 0.453 |
| detailed placement | 4250 | 16900 | 0.450 |
==> logic make-up after synthesis <==
kind of cell	after synthesis	synth area share, %
flops	305	51.6
mux	251	19.3
compound gates	166	7.71
buf+inv	109	3.57
simple gates	297	10.3
fa+ha+maj	22	1.85
xor+xnor	99	5.68
No activity file was given, so power comes from the tool's default toggle rates.
