<file path="/design/flow/design.v">
typedef enum logic[4:0] {
    R0,
    R1,
    R2,
    R3,
    R4,
    R5,
    R6,
    R7,
    R8,
    R9,
    R10,
    R11,
    R12,
    R13,
    R14,
    R15,
    R16,
    R17,
    R18,
    R19,
    R20,
    R21,
    R22,
    R23,
    R24,
    R25,
    R26,
    R27,
    R28,
    R29,
    R30,
    R31
} RegNum;
module Regs(
    input wire i_clk, i_rst,
    input wire RegNum i_reg_sel0, i_reg_sel1,
    input wire i_reg_read0, i_reg_read1,
    input wire i_reg_write0, i_reg_write1,
    inout wire[31:0] io_reg_data0, io_reg_data1
);
    reg[31:0] regs[31:0];
    wire[31:0] i_reg_data0 = i_reg_write0 ? io_reg_data0 : 'bz;
    wire[31:0] i_reg_data1 = i_reg_write1 ? io_reg_data1 : 'bz;
    wire[31:0] o_reg_data0 = regs[i_reg_sel0];
    wire[31:0] o_reg_data1 = regs[i_reg_sel1];
    assign io_reg_data0 = i_reg_read0 ? o_reg_data0 : 'bz;
    assign io_reg_data1 = i_reg_read1 ? o_reg_data1 : 'bz;
    integer i;
    always @(posedge i_clk or posedge i_rst) begin
        if (i_rst) begin
            for (i = 0; i < 32; i = i + 1) begin
                regs[i] <= 0;
            end
        end else begin
            if (i_reg_write0) begin
                regs[i_reg_sel0] <= i_reg_data0;
            end
            if (i_reg_write1) begin
                regs[i_reg_sel1] <= i_reg_data1;
            end
        end
    end
endmodule
</file>
<file path="/design/flow/run.sh">
#!/bin/bash
# OpenROAD 26Q1-2900-gdf79404cd8, Yosys 0.63+post, stock flow scripts
make -C /OpenROAD-flow-scripts/flow DESIGN_CONFIG=/design/flow/config.mk WORK_HOME=/design/flow/orfs finish
</file>
<file path="/design/flow/config.mk">
export PLATFORM = sky130hd
export DESIGN_NAME = Regs
export DESIGN_NICKNAME = Regs
export VERILOG_FILES = /design/flow/design.v
export SDC_FILE = /design/flow/constraint.sdc
export NUM_CORES = 4
export LEC_CHECK = 1
export CORE_UTILIZATION = 30
</file>
<file path="/design/flow/constraint.sdc">
current_design Regs

set clk_period 18.8
set clk_io_pct 0.2

create_clock -name clk0 -period $clk_period [get_ports {i_clk}]

set non_clock_inputs [all_inputs -no_clocks]
set_input_delay [expr $clk_period * $clk_io_pct] -clock clk0 $non_clock_inputs
set_output_delay [expr $clk_period * $clk_io_pct] -clock clk0 [all_outputs]
</file>
==> GITHUB_STEP_SUMMARY <==
### Yosys + OpenROAD results

| Metric | Value |
|---|---|
| Clock buffer depth | 3 |
| Top reg by flops | regs |
| Yosys Chip Area | 0.0421 mm^2 |
| Core box area | 0.139 mm^2 |
| Total global-route track usage | 24.6% |
| Count of tool warnings | 33 |
| Min-delay src | regs[16][29] |
| Syn avg cell area | 10.3 um^2 |
| Crit path kind | in2out |
| WHS Path Cells | 0 |
| CP Data Required Time | 15.04 ns |
| Finished Core Util | 32.1% |
| Leading area contributor after synthesis | dfrtp_1 |
| Setup Total Neg Slack | 0 ns |
| Row cnt | 137 |
| Flip-flops with a built-in enable | 0 |
| Cell breakdown of the critical path | clkdlybuf4s50_1, or3b_1, nor2_4, buf_4, a22oi_1, nand2_1, or4_1, o32a_1 |
| Top cells by area | dfrtp_1, a22oi_1, clkbuf_1, nand2_1, buf_2 |
| Worst reg2reg path endpoint | regs[6][12] |
| Top cell area share | 60.9% |
| Vias per inst | 5.77 |
| Fin. max-slew vios | 0 |
| WL/cell | 33.4 um |
| Slowest cell on crit path | clkdlybuf4s50_1 |
| Hold worst-path end | regs[16][29] |
| Slack of the worst reg-to-reg path | 18.23 ns |
| CTS tree | yes |
| Largest regs | regs: 1024 flops |
| Clk_skew | 0 ns |
| YS warnings | 6 |
| IO buf count | 11 |
| Sink Count | 1024 |
| CTS Buf Count | 107 |
| Setup crit end kind | output pin |
| Vias | 29200 |
| Initial antenna violation count | 5 |
| Slew headroom | 27.9% |
| Fp util | 30.2% |
| Layout area overhead | 6.38% |
| R2r worst-path depth | 0 |
| Clock root buffer master | clkbuf_16 |
| Worst hold-check path type | reg2reg |
| Max-cap violations | 0 |
| Status | finished, final reports clean |
| Mapped Area | 0.0421 mm^2 |
| Final hold vios | 0 |
| RR Startpoint | regs[6][12] |
| Routability cong. | 0.959 |
| Htree depth | 3 |
| First-pass GRT wire length | 237 mm |
| Max FFs per register | 1024 |
| Unique cell types | 54 |
| Ys cells | 4080 |
| Final wirelength | 169 mm |
| Total congestion overflow | 0 |
| Ys async rst share | 100% |
| Detailed Routing Iterations Pass 1 | 6 |
| CP bufs+invs | 2 |
| DP Wirelength | 99.9 mm |
| Post-CTS Setup Bufs | 0 |
| Setup crit start kind | primary input |
| Initial DRC Count | 3155 |
| DRC viols | 0 |
| Share of cells above drive strength 1 | 12.7% |
| Yosys top cell by instances | clkbuf_1 |
| Ports | 80 |
| Largest net degree at the start of global routing | 124 |
| Synth Seq Share | 60.9% |
| Fmax | 0.0881 GHz |
| Synthesized netlist cell count | 4080 |
| Die W | 376 um |
| Dominant flop cell | dfrtp_1 |
| RSZ-0062 raised after global routing | false |
| Vias in the first global route | 30400 |
| Fin crit period | 11.34 ns |
| Final ANT Viol Nets | 0 |
| Chip footprint | 0.142 mm^2 |
| Worst Tran Pin Value | 1.07 ns |
| PD cells | 101 mW/mm^2 |
| Delay-heaviest family, CP | simple AND/OR/NAND/NOR gates |
| Final setup fails | 0 |
| Peak VDD IR | 0.0733 mV |
| Worst-path clk slew | 0.06 ns |
| Cts repair resizes | 0 |
| Synth cell count leaders | clkbuf_1, dfrtp_1, a22oi_1, nand2_1, nor2_1 |
| Clk latency of the worst-skew pair | 0.72 ns |
| Slowest stage delay, CP | 0.98 ns |
| Die Span Y | 376 um |
| Worst path arrival time | 7.58 ns |
| Yosys reg bits | 1024 |
| Max Fanout on Critical Path | 18 |
| Tcrit/Tclk final | 60.3% |
| Hold Buf Count CTS | 0 |
| Leakage | 20.7 nW |
==> cell type report <==
class,instances,area [um^2]
Tap cell,1876,2350
Fill cell,13600,94600
Multi-Input combinational cell,1796,11900
Sequential cell,1024,25600
Clock buffer,154,3130
Inverter,10,41.3
Clock inverter,39,442
Antenna cell,2,5.00
Timing Repair Buffer,164,1260
==> placed cells by master (no fill, tap or decap), drive strengths merged, types with 37 or more instances in the layout <==
master	instances
nor4	43
buf	156
a22oi	866
nand2	271
dfrtp	1024
nand4	93
nor2	152
nand3	37
nor3	46
a21oi	92
clkbuf	154
==> cells by family (layout without fill, tap and decap cells) <==
group                  after synthesis  after routing  synth area share [%]
AND/OR/NAND/NOR                    704            704                  7.94
flip-flops                        1024           1024                  60.9
other                                0              2                     0
buffers and inverters             1260            367                  11.9
multiplexers                         9              9                 0.223
AND-OR/OR-AND                     1083           1083                  19.1
==> how the worst max path moves through the flow <==
stage	start	depth (start not counted)	slack, ns	to
after CTS	i_reg_sel1[0]	9	7.42	io_reg_data1[25]
after global routing	i_reg_sel1[0]	9	7.29	io_reg_data1[25]
final	i_reg_sel1[2]	8	7.46	io_reg_data1[2]
==> power by group <==
group | internal (mW) | total, mW | leakage (nW) | switching (mW)
combinational | 0.0207 | 0.161 | 4.69 | 0.140
clock | 1.23 | 2.16 | 1.75 | 0.936
sequential | 2.20 | 2.20 | 14.3 | 0
total | 3.45 | 4.53 | 20.7 | 1.08
==> layer usage <==
layer  vias up  global-route usage (%)  wire, um
met5         -                   0.720       173
met4        14                    12.1     11900
met3       715                    17.6     30100
met2      2533                    33.3     68300
met1     14000                    29.2     58700
li1      12000                       -         -
==> metrics by stage <==
| step | cells | power, mW | hold WS, ns | cell area (um^2) | setup WS [ns] |
|---|---|---|---|---|---|
| after floorplan | 4080 | 2.32 | 0.442 | 42100 | 0.926 |
| after global placement | 4870 | 2.40 | 0.381 | 41200 | 7.43 |
| after detailed placement | 4870 | 2.40 | 0.382 | 41200 | 7.43 |
| after CTS | 5063 | 4.55 | 0.396 | 44700 | 7.42 |
| after global routing | 5063 | 4.65 | 0.408 | 44700 | 7.29 |
| final | 5065 | 4.53 | 0.394 | 44800 | 7.46 |
No activity file was given, so power comes from the tool's default toggle rates.
